[run.sh]
#!/bin/bash
# OpenROAD 26Q1-2900-gdf79404cd8, Yosys 0.63+post, stock flow scripts
make -C /OpenROAD-flow-scripts/flow DESIGN_CONFIG=/design/flow/config.mk WORK_HOME=/design/flow/orfs finish
[config.mk]
export PLATFORM = sky130hd
export DESIGN_NAME = ControlUnit
export DESIGN_NICKNAME = ControlUnit
export VERILOG_FILES = /design/flow/design.v
export SDC_FILE = /design/flow/constraint.sdc
export NUM_CORES = 4
export LEC_CHECK = 1
export CORE_UTILIZATION = 30
[constraint.sdc]
current_design ControlUnit

set clk_period 5.1
set clk_io_pct 0.2

create_clock -name clk0 -period $clk_period [get_ports {clk}]

set non_clock_inputs [all_inputs -no_clocks]
set_input_delay [expr $clk_period * $clk_io_pct] -clock clk0 $non_clock_inputs
set_output_delay [expr $clk_period * $clk_io_pct] -clock clk0 [all_outputs]
[design.v]
module ControlUnit (clk, instruction, microPC, controls, num_inst, is_halted, reset_n);
	input clk;
	input [16-1:0]instruction;
	output [2:0]microPC;
	output [12:0]controls;
	output [16-1:0] num_inst;
	output is_halted;
	input reset_n;
	reg [2:0]microPC;
	reg [3:0]nextMicroPC;
	reg [12:0]controls;
	reg [16-1:0] num_inst;
	reg is_halted;
	wire [3:0]opcode;
	wire [5:0]func;
	assign opcode = instruction[15:12];
	assign func = instruction[5:0];
	initial begin
		microPC = 0;
		nextMicroPC = 0;
		controls = 0;
		num_inst = {16{1'b1}};
		is_halted = 0;
	end
	always @(posedge clk) begin
		if(!reset_n) begin
			microPC = 0;
			nextMicroPC = 0;
			controls = 0;
			num_inst = {16{1'b1}};
			is_halted = 0;
		end
		else if(!is_halted) begin
			case (microPC)
				3'b000 : begin
					num_inst = num_inst + 1;
					nextMicroPC = 3'b001;
				end
				3'b001 : nextMicroPC = 3'b010;
				3'b010 : begin
					if (opcode == 4'd9) begin  
						nextMicroPC = 3'b100;
					end else begin  
						nextMicroPC = 3'b011;
					end
				end
				3'b011 : begin
						if (opcode == 4'd15) begin  
							if (func == 6'd25) begin  
								controls[12:5] = 8'b01000000;
								controls[4:1] = 4'b1111;
								controls[0] = 1'b0;
							end
							else if (func == 6'd26) begin  
								controls[12:5] = 8'b01010001;
								controls[4:1] = 4'b1111;
								controls[0] = 1'b0;
							end
							else if (func == 6'd29) begin  
								controls[12:0] = 13'b0;
								is_halted = 1'b1;
							end
							else if (func == 6'd28) begin
								controls[12:0] = 13'b0;
							end
							else begin  
								controls[12:5] = 8'b00000011;
							end
							case (func) 
								6'd0 : controls[4:1] = 4'b0000; 
								6'd1 : controls[4:1] = 4'b0001;
								6'd2 : controls[4:1] = 4'b0100;
								6'd3 : controls[4:1] = 4'b0101;
								6'd4 : controls[4:1] = 4'b0011;
								6'd5 : controls[4:1] = 4'b1110;
								6'd6 : controls[4:1] = 4'b1100;
								6'd7 : controls[4:1] = 4'b1101;
								default : controls[4:1] = 4'b1111;
							endcase
							controls[0] = 1'b0;
						end else if (opcode == 4'd4) begin  
							controls[12:5] = 8'b00000001;
							controls[4:1] = 4'b0000;
							controls[0] = 1'b1;
						end else if (opcode == 4'd5) begin  
							controls[12:5] = 8'b00000001;
							controls[4:1] = 4'b0101;
							controls[0] = 1'b1;
						end else if (opcode == 4'd6) begin  
							controls[12:5] = 8'b00010001;
							controls[4:1] = 4'b1111;
							controls[0] = 1'b0;
						end else if (opcode == 4'd7) begin  
							controls[12:5] = 8'b00011001;
							controls[4:1] = 4'b0000;
							controls[0] = 1'b1;
						end else if (opcode == 4'd8) begin  
							controls[12:5] = 8'b00000100;
							controls[4:1] = 4'b0000;
							controls[0] = 1'b1;
						end else if (opcode >= 4'd0 && opcode <= 4'd3) begin  
							controls[12:5] = 8'b00100000;
							controls[4:1] = 4'b0000;
							controls[0] = 1'b1;
						end else if (opcode == 4'd10) begin  
							controls[12:5] = 8'b01010001;
							controls[4:1] = 4'b1111;
							controls[0] = 1'b1;
						end else begin  
							controls[12:0] = 13'd0;
						end
					nextMicroPC = 3'b100;
				end
				3'b100 : begin
					if (opcode ==  4'd15 && func == 6'd28) begin  
						nextMicroPC = 3'b000;
					end else if (opcode == 4'd7 || opcode == 4'd8) begin  
						nextMicroPC = 3'b101;
					end else if (opcode >= 4'd0 && opcode <= 4'd3) begin  
						nextMicroPC = 3'b000;
					end else if (opcode == 4'd9 || (opcode == 4'd15 && func == 6'd25)) begin
						nextMicroPC = 3'b000;
					end else begin
						nextMicroPC = 3'b111;
					end
				end
				3'b101 : nextMicroPC = 3'b110;
				3'b110 : begin
					if (opcode == 4'd7) begin  
						nextMicroPC = 3'b111;
					end else if (opcode == 4'd8) begin  
						nextMicroPC = 3'b000;
					end
				end
				3'b111 : begin
					nextMicroPC = 3'b000;
				end
			endcase
			microPC = nextMicroPC;
		end
	end
endmodule
==> reports/metrics.yaml <==
run_status:
  status: "finished clean"
final_timing:
  fmax_mhz: 375.8
  finalHoldViolCount: 0
  slew_viol_final: 0
  max_slew.worst_pin.slew_ns: 0.6055
  setup_tns_ns: 0
  rsz0062_at_grt: "no"
  setup_viol: 0
  finalClockPeriodUsage: 0.5217
  hold_slack_ns: 0.4628
  fin_worst_skew_ns: 0.007723
  min_period_ns: 2.661
  slew_headroom: 0.5933
floorplan:
  fp.dieW_um: 78.55
  fp.coreArea_sq_um: 5574
  ios: 51
  rows: 27
  chip_area_sq_um: 6170
  die_y_um: 78.55
  initial_core_util: 0.3154
global_routing:
  busiest_layer: "met1"
  grt_max_degree: 33
  grt.total_usage: 0.1389
  grt_antenna_before_repair: 0
  grt_pass1_vias: 1425
  grt_pass1_wl_um: 6865
  grtUsageMet3: 0.02243
  overflow: 0
  grt_use_met1: 0.2228
  use_met2: 0.2026
clock_network:
  root_buffer: "clkbuf_8"
  cts_num_sinks: 32
  cts_repair_resize_count: 0
  cts_max_level: 2
  cts_buffer_depth: 2
  cts_buffers: 5
  cts_setup_buffers: 0
  cts_tree: "built"
  clkLatencyLatePin_ns: 0.28
  clk_pin_slew_ns: 0.07
  cts.hold.buffers_added: 0
pwr:
  power.leakage_nw: 0.8461
  peakVddDrop_uv: 128.8
  p_per_area_nw_per_um2: 343.6
critical_path:
  cp-end-kind: "register"
  worstPathCellList: "clkdlybuf4s50_1, inv_1, ha_1, mux2_2, a211oi_2, a221oi_1, a221oi_1"
  crit_slowest_cell: "clkdlybuf4s50_1"
  crit_fanout: 5
  crit_path_frequent_cell: "a221oi_1"
  crit_required_ns: 5.29
  startpoint_type: "input pin"
  crit_arrival_ns: 2.85
  path_class: "in -> reg"
  max_stage_delay_ns: 0.49
yosys:
  most_common_cell: "dfxtp_1"
  async_reset_ff_frac: 0
  synth_warnings: 1
  top_cells_by_count: "dfxtp_1, nand2_1, o21ai_0, nor2_1, a21oi_1"
  synth_top_cell_by_area: "dfxtp_1"
  synth_area_per_cell_sq_um: 8.176
  ys_cells: 215
  synth_chip_area_sq_um: 1758
  topCellsByArea: "dfxtp_1, o21ai_0, nand2_1"
  synth_cells: 215
  ys_seq_frac: 0.3644
  numSynthFlops: 32
  netlist.area_leader.share: 0.3644
  netlist_area_sq_um: 1758
  synth_cell_types: 51
  synth-edff-count: 0
  flop_cell: "dfxtp_1"
placed_design:
  place_area_sq_um: 2221
  dp_hpwl_um: 2813
  dp.cells: 317
  gp_congestion: 0.7919
  io_buffers: 43
routing:
  firstDrtPassIters: 4
  drc: 0
  routed_wl_um: 4021
  wire_per_inst_um: 12.41
  diodes: 0
  num_vias: 1632
  via_per_inst: 5.037
  drtIter0Drc: 78
  ant_nets: 0
worst_hold_path:
  min_path_type: "reg -> reg"
final_layout:
  area_growth_pct: 30.75
  post-route-util: 0.4123
  stdcell_area_sq_um: 2298
  final_cells: 324
  drive_above_1_share: 0.07143
flow_run:
  warnings: 34
  max-cap-violations: 0
[critical path, delay by kind of cell]
family	cells	cell delay [ns]
adders and majority gates	1	0.25
AOI/OAI and AO/OA	3	0.70
buffers and inverters	2	0.59
muxes	1	0.30
[area by class of cell]
class	instances	area, sq um
clock buffers	6	72.57
clock inverters	1	5.005
fillers	564	3276
inverters	5	18.77
multi-input cells	163	1026
flip-flops and latches	32	640.6
well taps	72	90.09
repair buffers	45	445.4
[sequential cells by signal (all words and copies together) (netlist names)]
name,count
is_halted,1
num_inst,16
nextMicroPC,3
controls,12
[worst paths after layout]
path	end	start	cells past startpoint	slack [ns]
setup / recovery	nextMicroPC[2]	instruction[1]	7	2.44
hold / removal	controls[11]	controls[11]	2	0.46
setup reg to reg	num_inst[15]	nextMicroPC[1]	5	3.16
hold reg to reg	controls[11]	controls[11]	2	0.46
[cell families (layout without fill, tap and decap cells)]
logic type,count (synthesis),in the layout,synth area share
simple gates,90,90,0.2883
compound gates,56,56,0.2007
flops,32,32,0.3644
buf+inv,20,57,0.05196
xor+xnor,9,9,0.04484
fa+ha+maj,5,5,0.03559
mux,2,2,0.01210
other cells,1,1,0.002133
[routing by layer]
metal	up-vias	routed length (um)	share of wire
met3	6	152	0.038
met4	0	60	0.015
met5	-	0	0
met2	33	1700	0.42
li1	846	-	-
met1	747	2108	0.52
[power breakdown]
group	total [mW]	internal [mW]	switching, mW	leakage, nW
Sequential	0.341	0.291	0.0498	0.261
Combinational	0.265	0.152	0.113	0.544
Clock	0.183	0.0927	0.0907	0.0410
[metrics by stage]
| stage | total power, mW | setup WS (ns) |
|---|---|---|
| floorplan | 0.4970 | 2.805 |
| global placement | 0.6092 | 2.145 |
| detailed placement | 0.6131 | 2.169 |
| CTS | 0.7988 | 2.451 |
| global route | 0.8570 | 2.320 |
| finish | 0.7897 | 2.439 |
[placed cells by master, fill, tap and decap left out, types with 2 or more instances in the layout]
| cell type | instances |
|---|---|
| a21boi_0 | 3 |
| a21oi_1 | 11 |
| a221oi_1 | 3 |
| a31oi_1 | 3 |
| and3_1 | 2 |
| and3_2 | 2 |
| buf_4 | 2 |
| clkbuf_8 | 5 |
| clkdlybuf4s50_1 | 43 |
| dfxtp_1 | 32 |
| ha_1 | 5 |
| inv_1 | 5 |
| nand2_1 | 21 |
| nand2b_1 | 4 |
| nand3_1 | 6 |
| nand3b_1 | 2 |
| nand4_1 | 5 |
| nor2_1 | 18 |
| nor2b_1 | 6 |
| nor3_1 | 7 |
| nor3_2 | 3 |
| o21ai_0 | 20 |
| o31ai_1 | 3 |
| or3_1 | 6 |
| xnor2_1 | 4 |
| xor2_1 | 5 |
No activity file was given, so power comes from the tool's default toggle rates.
