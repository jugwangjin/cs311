`flow/design.v`:
```
module register(clk, ReadRegister1, ReadRegister2, WriteRegister, WriteData, RegWrite, ReadData1, ReadData2, RegUpdate); 
    input clk;
    input [1:0]ReadRegister1;
    input [1:0]ReadRegister2;
    input [1:0]WriteRegister;
    input [16-1:0]WriteData;
    input RegWrite;
    output [16-1:0]ReadData1;
    output [16-1:0]ReadData2;
    input RegUpdate;
    reg [16-1:0] registers [0:4-1];
    assign ReadData1 = registers[ReadRegister1];
    assign ReadData2 = registers[ReadRegister2];
    integer i;
    initial begin
        for(i=0; i<4; i=i+1) begin
            registers[i] = 0;
		end
    end
    always @(posedge RegUpdate) begin
        if (RegWrite == 1) begin
            registers[WriteRegister] <= WriteData;
        end
    end
endmodule
```
`flow/run.sh`:
```
#!/bin/bash
# OpenROAD 26Q1-2900-gdf79404cd8, Yosys 0.63+post, stock flow scripts
make -C /OpenROAD-flow-scripts/flow DESIGN_CONFIG=/design/flow/config.mk WORK_HOME=/design/flow/orfs finish
```
`flow/constraint.sdc`:
```
current_design register

set clk_period 2.5
set clk_io_pct 0.2

create_clock -name clk0 -period $clk_period [get_ports {RegUpdate}]

set non_clock_inputs [all_inputs -no_clocks]
set_input_delay [expr $clk_period * $clk_io_pct] -clock clk0 $non_clock_inputs
set_output_delay [expr $clk_period * $clk_io_pct] -clock clk0 [all_outputs]
```
`flow/config.mk`:
```
export PLATFORM = sky130hd
export DESIGN_NAME = register
export DESIGN_NICKNAME = register
export VERILOG_FILES = /design/flow/design.v
export SDC_FILE = /design/flow/constraint.sdc
export NUM_CORES = 4
export LEC_CHECK = 1
export CORE_UTILIZATION = 30
```
==> changes_impl.md <==
### Metrics

- RSZ-0062 raised after global routing: no
- Ports: 57
- HP Class: input pin to flop
- Crit path largest cell delay: 0.58 ns
- Mux share: 0.273
- First-pass GRT wire length: 8.85 mm
- Chip height: 98.6 µm
- Fillers: 732
- Hold_ws: 0.809 ns
- Pin count of the biggest net entering global routing: 17
- Worst rel slew slack: 0.712
- XORs/XNORs by Area: 0
- Htree depth: 3
- WP data required: 2.00 ns
- GRT Util Overall: 0.134
- Die W: 98.6 µm
- Overflow after GRT: 0
- Max reg flops: 64
- Share of cells above drive strength 1: 0.264
- #FFs+latches synth: 64
- Clk buf depth: 2
- Placeable Area: 8890 µm²
- Top cells, area: edfxtp_1 (69%), mux4_2 (16%), mux4_1 (11%), buf_12 (1.4%), buf_6 (0.80%)
- Pre-antenna DRT Iters: 4
- Fin crit period: 2.45 ns
- Cycle use final: 0.981
- Pwr dens: 647 nW/µm²
- Max IR drop VDD: 0.457 mV
- P_leak: 1.30 nW
- Post-CTS Setup Bufs: 0
- CTS tree: built
- MI comb area: 802 µm²
- AO/OA Area Share: 0
- Simple share: 0.0112
- Buf+Inv Stages, Crit Path: 3
- Final ANT Viol Nets: 0
- Clk slew on worst S/H paths: 0.07 ns
- Routed WL per cell: 19.6 µm
- Synthesis-to-finish area growth: 37.2%
- Slowest stage cell on the critical path: mux4_1
- Via count: 1469
- Root buf cell: clkbuf_8
- Avg Vias per Cell: 5.07
- Fp util: 0.315
- Critical Path Sink Type: output port
- Largest delay share family, worst path: buffers and inverters
- Crit Path Class: input pin to output port
- Yosys warnings: 1
- Cell Area, Synth: 2800 µm²
- Post-synth top area share: 0.686
- Worst-path cell chain: clkdlybuf4s18_2 > buf_12 > mux4_1 > clkdlybuf4s50_1
- Largest regs: registers (64)
- Critical Path Source Type: input pin
- Adder Area Share: 0
- Total power: 2.49 mW
- Largest Register: registers
- Status: finished, final reports clean
- Drt initial violations: 36
- Hold path startpoint: WriteData[12]
- Cell Type Count: 9
- Routability cong.: 0.765
- Average size of a mapped cell: 25.9 µm²
- Ys cells: 108
- Post-Syn Instances: 108
- YS chip area: 2800 µm²
- Post-CTS Hold Buffers: 0
- Vias in the first global route: 1679
- Crit path from: ReadRegister2[0]
- Reg area: 1920 µm²
- Drc violations: 0
- Initial antenna violation count: 0
- CTS Buf Count: 9
- DP HPWL: 3.52 mm
- Maxcap violations: 0
- DIE AREA: 9730 µm²
- Seq share, synth: 0.686
- CP max FO: 8
- Clock Sinks: 64
- Slew @ Worst Pin: 0.432 ns
- Routed WL: 5.69 mm
- Max Freq: 408 MHz
- Critical Path AT: 1.95 ns
- Dominant kind of combinational cell: multiplexers
- Largest area contributor in the netlist: edfxtp_1
- I/O Buffers: 55
- Num rows: 34
- Antenna fix cells: 0
- Tool warning count: 26
- Count of final max-slew check failures: 0
- Final Hold Viols: 0
- # setup viols final: 0
-- placed cells by master (no fill, tap or decap) --
master	n
and3_1	1
and3b_1	2
buf_12	7
buf_16	2
buf_2	1
buf_4	1
bufinv_16	2
clkbuf_16	1
clkbuf_8	9
clkdlybuf4s18_2	1
clkdlybuf4s50_1	52
clkinv_1	2
clkinv_2	2
clkinv_4	1
dlymetal6s2s_1	1
edfxtp_1	64
mux4_1	12
mux4_2	20
nor3b_2	1
-- layout make-up --
cell class | count | area share
Sequential cell | 64 | 0.500
Multi-Input combinational cell | 36 | 0.209
Timing Repair Buffer | 66 | 0.202
Tap cell | 108 | 0.0351
Clock buffer | 9 | 0.0322
Clock inverter | 7 | 0.0225
-- logic make-up after synthesis --
family                 after synthesis
multiplexers                        32
AND/OR/NAND/NOR                      4
buffers and inverters                8
flip-flops                          64
-- cells in the mapped netlist, drive strengths merged --
master and number:
edfxtp 64, mux4 32, buf 8, and3 1, nor3b 1, and3b 2
-- power by group --
group          switching [mW]  total (mW)  internal (mW)
clock network           0.365       0.917          0.552
logic                  0.0942       0.310          0.216
registers              0.0200        1.26           1.24
total                   0.480        2.49           2.01
-- layer usage --
layer	part of all wire	global-route usage	wire [µm]
met5	0	0	0
met4	0.0051	0.00689	29
met3	0.13	0.102	757
met2	0.47	0.202	2660
met1	0.39	0.167	2250
-- through the flow --
| stage | std cells | setup slack [ns] | setup TNS (ns) | instance area, µm² | utilization |
|---|---|---|---|---|---|
| finish | 290 | 0.0474 | 0 | 3840 | 0.432 |
| global route | 290 | 0.00239 | 0 | 3840 | 0.432 |
| CTS | 289 | 0.00409 | 0 | 3830 | 0.431 |
| detailed placement | 271 | -0.231 | -5.59 | 3560 | 0.400 |
| global placement | 271 | -0.239 | -5.75 | 3560 | 0.400 |
| floorplan | 108 | 0.334 | 0 | 2800 | - |
-- path summary, 6_finish.rpt --
kind  slack [ns]                          to  depth (start not counted)
max         0.05                ReadData2[0]                          4
min         0.81  registers[2][12]$_DFFE_PP_                          1
-- what timing repair did --
item                       in CTS  in global routing
setup endpoints to repair      32                 10
gates cloned                    2                  1
gates resized                   7                  5
Power figures rest on the tool's default switching activity, not on a simulated workload.
