$ cat design/flow/run.sh
#!/bin/bash
# OpenROAD 26Q1-2900-gdf79404cd8, Yosys 0.63+post, stock flow scripts
make -C /OpenROAD-flow-scripts/flow DESIGN_CONFIG=/design/flow/config.mk WORK_HOME=/design/flow/orfs finish
$ cat design/flow/config.mk
export PLATFORM = sky130hd
export DESIGN_NAME = ALUcontrol
export DESIGN_NICKNAME = ALUcontrol
export VERILOG_FILES = /design/flow/design.v
export SDC_FILE = /design/flow/constraint.sdc
export NUM_CORES = 4
export LEC_CHECK = 1
export CORE_AREA = 10 10 70 70
export DIE_AREA = 0 0 80 80
$ cat design/flow/constraint.sdc
current_design ALUcontrol

set clk_period 1.4
set clk_io_pct 0.2

create_clock -name clk0 -period $clk_period

set non_clock_inputs [all_inputs -no_clocks]
set_input_delay [expr $clk_period * $clk_io_pct] -clock clk0 $non_clock_inputs
set_output_delay [expr $clk_period * $clk_io_pct] -clock clk0 [all_outputs]
$ cat design/flow/design.v
module ALUcontrol(ALUFuncCode, IsALU, opcode, func);
	input IsALU;
	input [3:0]opcode;
	input [5:0]func;
    output [3:0]ALUFuncCode;
    reg [3:0]ALUFuncCode;
    initial begin
        ALUFuncCode = 4'b1111;
    end
    always @(IsALU or opcode or func) begin
        if (IsALU == 1'b1) begin
            case (func) 
                6'd0 : ALUFuncCode = 4'b0000; 
                6'd1 : ALUFuncCode = 4'b0001;
                6'd2 : ALUFuncCode = 4'b0100;
                6'd4 : ALUFuncCode = 4'b0011;
                6'd3 : ALUFuncCode = 4'b0101;
                6'd5 : ALUFuncCode = 4'b1110;
                6'd6 : ALUFuncCode = 4'b1100;
                6'd7 : ALUFuncCode = 4'b1101;
                default : ALUFuncCode = 4'b1111;
            endcase
        end
        else if (opcode == 4'd15 && func == 6'd28) begin
            ALUFuncCode = 4'b0000;
        end
        else if (opcode == 4'd15 && func == 6'd26) begin
            ALUFuncCode = 4'b0000;
        end
        else begin
            if (opcode == 4'd4) begin
                ALUFuncCode = 4'b0000;
            end
            else if (opcode == 4'd5) begin
                ALUFuncCode = 4'b0101;
            end
            else if (opcode == 4'd7) begin
                ALUFuncCode = 4'b0000;
            end
            else if (opcode == 4'd8) begin
                ALUFuncCode = 4'b0000;
            end
            else if (opcode == 4'd0) begin
                ALUFuncCode = 4'b0001;
            end
            else if (opcode == 4'd1) begin
                ALUFuncCode = 4'b0001;
            end
            else if (opcode == 4'd2) begin
                ALUFuncCode = 4'b0000;
            end
            else if (opcode == 4'd3) begin
                ALUFuncCode = 4'b0000;
            end
            else if (opcode == 4'd10) begin
                ALUFuncCode = 4'b0000;
            end
            else begin
                ALUFuncCode = 4'b1111;
            end
        end
    end
endmodule
==> changes_impl.md <==
### Metrics

* RSZ-0062 raised after global routing: true
* Post-CTS Hold Buffers at 0
* Num rows at 21
* Failing checks: negative setup slack
* Clock network power share at 0
* Initial antenna violation count at 0
* P_int at 81.8 uW
* Router iterations before antenna repair at 2
* Height of the chip at 80 um
* MaxCap Viol Count at 0
* Post-synthesis mux area share at 0.0958
* Comb power frac at 1.000
* IO buf count at 15
* Vias in the first global route at 295
* Die Width at 80 um
* Slowest-stage cell, CP: or3_4
* # Cells Yosys at 29
* I/O Pins at 15
* Largest net degree at the start of global routing at 6
* Cells after synthesis at 29
* Critical Path AT at 1230 ps
* Max incr delay on CP at 400 ps
* GR peak layer: met1
* Slew @ Worst Pin at 275 ps
* Final cell count without fillers at 98
* Post-Synth XOR/XNOR Area at 0
* GRT Total Usage at 0.0261
* Seq cells at 0
* Congestion Overflow GR at 0
* CP cell instances: buf_6 > or3_4 > buf_6 > a21oi_2 > o32ai_2 > buf_2
* Main logic family after synthesis: AND-OR/OR-AND gates
* Sequential Power Share at 0
* Fmax at 0.664 GHz
* Syn Area/Cell at 7.21 um^2
* Status: finished with violations
* DRT iter0 DRCs at 7
* LEAKAGE at 0.000223 uW
* Seq share, synth at 0
* Net Sw Power at 65.5 uW
* Finish-stage setup viols at 4
* Vias/cell at 3.14
* Post-layout worst setup margin at -106 ps
* CP most frequent cell: buf_6
* OpenROAD warning count at 36
* Tcrit/Tclk final at 1.08
* Detailed-route wire length per cell at 9.08 um
* Cell area after layout at 581 um^2
* Routed vias at 308
* Adder share at 0.180
* DRC Markers at 0
* HPWL Detailed at 755 um
* CLK BUF at 0
* Core Area at 3420 um^2
* Crit start category: input pin
* Cell Type Count at 17
* Post-synthesis to final-layout area growth at 178%
* Area occupied by registers at 0 um^2
* Mapped cell area at 209 um^2
* GR Layer Usage met2 at 0.0353
* Sw Ratio at 0.445
* Worst min-delay path class: input pin to output pin
* Final ANT Viol Nets at 0
* Routed WL at 890 um
* Final Hold Vio Count at 0
* Placer Congestion at 0.762
* Crit path max fanout at 3
* First-pass GRT wire length at 1410 um
* Worst setup EP type: output pin
* Placement-stage cell area at 469 um^2
* Met3 usage at 0.00909
* Slew Limit Headroom at 0.816
* Share of post-route cells with drive strength above 1 at 0.827
* Synthesis area per yosys at 209 um^2
* Crit Path Class: input pin to output pin
* Final Max Slew Viols at 0
* N_diodes at 0
* FP Core Util at 0.0612
* Peak VDD IR at 0.0425 mV
* Ys Warns at 1
* WP data required at 1120 ps
* Min cycle time layout at 1510 ps
* Placed cells at 97
* PD cells at 254 nW/um^2
* Complex Gates by Area at 0.383
* Simple share at 0.269
* Met1 Track Usage GR at 0.0404
* Die area at 6400 um^2
[through the flow]
stage	setup slack [ps]	hold WS, ps	power (uW)	TNS, ps	utilization
after global routing	-149	1030	161	-516	0.170
after global placement	-1050	1600	115	-3950	0.137
final	-106	992	147	-336	0.170
after CTS	-106	1000	144	-352	0.166
after floorplan	173	652	33.2	0	-
after detailed placement	-1070	1600	116	-4060	0.137
[metal layers]
| metal | vias up | share of wire |
|---|---|---|
| li1 | 159 | - |
| met1 | 138 | 0.50 |
| met2 | 11 | 0.39 |
| met3 | 0 | 0.11 |
| met4 | 0 | 0 |
| met5 | - | 0 |
[layout by cell type (no fill, tap or decap), types with 2 or more instances in the layout]
master	count
buf_6	6
buf_2	9
ha_4	2
buf_4	7
mux2i_4	2
o32ai_2	3
nand2_1	2
[final cells by class]
cell class / count / area, um^2
fill: 382 / 2840
inverter: 4 / 22.5
multi-input combinational: 25 / 324
tap: 46 / 57.6
timing repair buffer: 23 / 176
[what timing repair did]
| action | in CTS | in global routing |
|---|---|---|
| gates resized | 90 | 3 |
| buffers inserted | 1 | 0 |
| pin swaps | 10 | 2 |
| setup endpoints to repair | 4 | 4 |
[synthesized netlist by cell type]
| cell type | number | area share |
|---|---|---|
| o41ai_2 | 1 | 0.078 |
| o31ai_1 | 1 | 0.036 |
| or2_2 | 1 | 0.030 |
| o32ai_1 | 3 | 0.13 |
| nor2b_1 | 2 | 0.060 |
| nand2_1 | 2 | 0.036 |
| a22oi_1 | 1 | 0.036 |
| nand4b_1 | 1 | 0.042 |
| a21oi_1 | 2 | 0.048 |
| o21ai_0 | 1 | 0.024 |
| o21a_1 | 1 | 0.036 |
| mux2i_1 | 2 | 0.096 |
| nor3_1 | 2 | 0.048 |
| ha_1 | 3 | 0.18 |
| inv_1 | 4 | 0.072 |
| or3_1 | 1 | 0.030 |
| nand3_1 | 1 | 0.024 |
[path summary, 6_finish.rpt]
kind,startpoint,to,slack [ps],cells after the start
min,IsALU,ALUFuncCode[3],990,4
max,func[3],ALUFuncCode[1],-110,6
[critical path, delay by kind of cell]
kind | cells | cell delay, ps
AND/OR/NAND/NOR | 1 | 400
AND-OR/OR-AND | 2 | 190
buffers and inverters | 3 | 360
[power by group through the flow]
stage,Sequential [uW],Clock [uW],Combinational [uW]
final,0,0,147
after global routing,0,0,161
after CTS,0,0,144
[cell families after synthesis]
logic type | after synthesis
buffers and inverters | 4
AND/OR/NAND/NOR | 10
multiplexers | 2
AND-OR/OR-AND | 10
adder cells (fa/ha/maj) | 3
No activity file was given, so power comes from the tool's default toggle rates.
